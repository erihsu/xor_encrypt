$ cat design/flow/config.mk
export PLATFORM = sky130hd
export DESIGN_NAME = xor_golden
export DESIGN_NICKNAME = xor_golden
export VERILOG_FILES = /design/flow/design.v
export SDC_FILE = /design/flow/constraint.sdc
export NUM_CORES = 4
export LEC_CHECK = 1
export CORE_AREA = 10 10 311 311
export DIE_AREA = 0 0 321 321
$ cat design/flow/constraint.sdc
current_design xor_golden

set clk_period 9.0
set clk_io_pct 0.2

create_clock -name clk0 -period $clk_period [get_ports {clk}]

set non_clock_inputs [all_inputs -no_clocks]
set_input_delay [expr $clk_period * $clk_io_pct] -clock clk0 $non_clock_inputs
set_output_delay [expr $clk_period * $clk_io_pct] -clock clk0 [all_outputs]
$ cat design/flow/design.v
`timescale 1ns/1ps
module xor_golden(
        input logic clk,
        input logic valid_in,
        input logic [7:0] key,
        input logic [255:0] code,
        output logic [255:0] code_out,
        output logic         valid_out
);
    reg [255:0] code_out_w;
    assign code_out_w[7:0] = code[7:0]^key;
    genvar i;
    generate;
        for(i=1;i<256/8;i++) begin
            assign code_out_w[i*8+7:i*8] = code[i*8+7:i*8]^code_out_w[(i-1)*8+7:(i-1)*8];
        end
    endgenerate
    always_ff @(posedge clk) begin
        if(valid_in)
            code_out <= code_out_w;        
    end
    always_ff @(posedge clk) begin
        valid_out <= valid_in;
    end
endmodule
$ cat design/flow/run.sh
#!/bin/bash
# OpenROAD 26Q1-2900-gdf79404cd8, Yosys 0.63+post, stock flow scripts
make -C /OpenROAD-flow-scripts/flow DESIGN_CONFIG=/design/flow/config.mk WORK_HOME=/design/flow/orfs finish
==> results.yml <==
# synthesis and place-and-route metrics
timing:
  rsz0062_at_grt: "no"
  relSlewSlack: 0.4551
  fmax_mhz: 223.2
  fin_crit_sh: 0.4978
  tightest_slew_ns: 0.8174
  tns_ns: 0
  finalHoldViolations: 0
  maxSlewViolCount: 0
  min_period_ns: 4.480
  finalSetupViolCount: 0
clock_network:
  cts_resized: 0
  postCtsSetupBuffers: 0
  cts.sinks: 257
  htree_levels: 1
  clkSlewWorstSetupHoldPaths_ns: 0.06
  hold_buffers: 0
  clockBufferDepth: 3
  numCtsBuffers: 30
  root_buffer: "clkbuf_16"
  tritoncts: "yes"
critical_path:
  crit_chain: "clkdlybuf4s50_1 > xor3_2 > xor3_2 > xnor3_1 > inv_2 > xnor3_1 > xnor3_1"
  end_kind: "flop"
  cp_slowest_cell: "xnor3_1"
  startpoint_type: "primary input"
  worstPathArrival_ns: 4.81
  cpMostUsedCell: "xnor3_1"
  crit_fanout: 10
  worstPathRequired_ns: 9.33
  critPathTopFamily: "XOR/XNOR gates"
  slowest_delay_ns: 0.66
  worstSetupPathType: "in2reg"
  critPathBufInv: 2
global_route:
  grt_pass1_vias: 8573
  grt_max_degree: 61
  antenna_found_initial: 8
  grtUsageTotal: 0.08047
  grt_pass1_wl_um: 59820
  globalRouteOverflowTotal: 0
synth:
  async_reset_ff_frac: 0
  common_cells: "edfxtp_1 (256), xnor2_1 (231), xor2_1 (146)"
  ys_chip_area_um2: 13030
  synth_stat.cells: 737
  yosys_warnings: 33
  yosys.area.top_type_share: 0.5900
  yosysMostFrequentCell: "edfxtp_1"
  yosys.stat.seqShare: 0.5916
  synth_cells: 737
  synth-main-ff-cell: "edfxtp_1"
  ys_ff: 257
  edf_count: 256
  synthDistinctLibCells: 17
  syn_area_um2: 13030
  top_area_cell: "edfxtp_1"
  synth_area_per_cell_um2: 17.68
  top_cells_by_area: "edfxtp_1 (59%), xnor2_1 (16%), xor2_1 (9.8%), xnor3_1 (8.1%), xor3_1 (3.5%)"
power:
  p_int_w: 0.004545
  seq_power_share: 0.362
  peakVddDrop_uv: 184.7
  p_leak_nw: 7.444
  net-switching-power_w: 0.001747
  combPwrFrac: 0.459
  clkPwrFrac: 0.179
  switching_share: 0.2777
  p_per_area_nw_per_um2: 304.9
detailed_routing:
  wire_per_inst_um: 17.11
  viasPerCell: 3.126
  wirelength_um: 42640
  route.antenna.remaining_nets: 0
  dr.pass1.iters: 4
  vias: 7791
  route.detailed.drc: 0
  drtIter0Drc: 324
floorplan:
  die_h_um: 321
  fp.dieW_um: 321
  initCoreUtil: 0.1447
  core_area_um2: 90010
  io_pins: 523
  rows: 110
  die_area_um2: 103000
place:
  dp_hpwl_um: 34950
  gp_congestion: 0.8763
  port_buffers: 522
  dp.cells: 2436
  post_dp_cell_area_um2: 19750
hold_path:
  hp-class: "in2reg"
  worst_hold_path.endpoint: "code_out[10]"
  holdCritStartpoint: "valid_in"
  hold-path-cell-count: 1
cells_and_area:
  fin_area_um2: 20630
  areaGrowthSynthToFinish_pct: 58.38
  final_cells: 2492
  final_core_util: 0.2292
  drive_above_1_share: 0.05095
flow_run:
  warning_count: 25
  maxCapViolations: 0
run_status:
  outcome: "complete, no violations"
[cell type report]
class | count | area [µm²]
repair buffers | 530 | 5290
fillers | 9344 | 69380
clock inverters | 10 | 47.55
diodes | 1 | 2.502
well taps | 1176 | 1471
flip-flops and latches | 257 | 7707
multi-input cells | 461 | 5233
inverters | 12 | 45.04
clock buffers | 45 | 838.3
[cell usage in the layout, fill, tap and decap left out, drive strengths merged]
master | Yosys | routed
inv | 12 | 12
clkinvlp | 0 | 2
clkbuf | 1 | 45
dfxtp | 1 | 1
edfxtp | 256 | 256
diode | 0 | 1
xor2 | 146 | 146
xor3 | 27 | 27
xnor2 | 237 | 237
buf | 6 | 9
xnor3 | 51 | 51
clkdlybuf4s50 | 0 | 521
clkinv | 0 | 8
[kinds of logic after synthesis]
| logic type | synth area share |
|---|---|
| xor gates and xnor gates | 0.4016 |
| DFF | 0.5916 |
| buffers and inverters | 0.006818 |
[metal layers]
layer  wire, µm  track usage  part of all wire  vias up
met4       1346      0.02068             0.032       14
met5         96            0            0.0023        -
met2      18820       0.1233              0.44      380
met3       6406      0.05077              0.15       60
li1           -            -                 -     3679
met1      15970      0.09389              0.37     3658
[flip-flops by register name (all words and copies together), names as in the netlist]
signal     flops
code_out     256
valid_out      1
[through the flow]
stage / total power (W) / worst slack (ns) / hold WS, ns
finish: 0.006292 / 4.520 / 1.643
global route: 0.006683 / 4.388 / 1.633
CTS: 0.006425 / 4.508 / 1.611
detailed placement: 0.005245 / 3.855 / 2.275
global placement: 0.005229 / 3.934 / 2.271
floorplan: 0.003666 / 4.728 / 1.828
[power by group through the flow]
stage	logic, W	clock network, W	registers [W]
CTS	0.00296	0.00118	0.00229
global route	0.00314	0.00121	0.00233
finish	0.00289	0.00113	0.00228
[how the worst max path moves through the flow]
| stage | to | startpoint | cells after the start |
|---|---|---|---|
| 6_report | code_out[224] | key[0] | 7 |
| 5_1_grt | code_out[224] | key[0] | 7 |
| 4_1_cts | code_out[224] | key[0] | 7 |
Power figures rest on the tool's default switching activity, not on a simulated workload.
