### design/flow/design.v
module layer12_xor_array(
    input logic [31:0] in,  
    output logic [31:0] out
);
logic [7:0] tmp1;
xor_gate u1_xor_gate (
    .A    (in[31:24]),
    .B    (in[23:16]),
    .Y    (tmp1)
);
xor_gate u2_xor_gate (
    .A    (in[15:8]),
    .B    (in[7:0]),
    .Y    (out[15:8])
);
xor_gate u3_xor_gate (
    .A    (tmp1),
    .B    (out[15:8]),
    .Y    (out[31:24])
);
xor_gate u4_xor_gate (
    .A    (in[23:16]),
    .B    (out[15:8]),
    .Y    (out[23:16])
);
assign out[7:0] = in[7:0];
endmodule
module layer3_xor_array(
    input logic [63:0] in,
    output logic [63:0] out
);
genvar i;
generate;
    for (i = 0;i<4;i++) begin
        xor_gate u_xor_gate ( .A(in[32+7+8*i:32+8*i]), .B(in[31:24]), .Y(out[32+7+8*i:32+8*i]));       
    end
endgenerate
assign out[31:0] = in[31:0];
endmodule
module layer4_xor_array(
    input logic [127:0] in,
    output logic [127:0] out
);
genvar i;
generate;
    for (i = 0;i<8;i++) begin
        xor_gate u_xor_gate ( .A(in[64+7+8*i:64+8*i]), .B(in[63:56]), .Y(out[64+7+8*i:64+8*i]));       
    end
endgenerate
assign out[63:0] = in[63:0];
endmodule
module layer5_xor_array(
    input logic [255:0] in,
    output logic [255:0] out
);
genvar i;
generate;
    for (i = 0;i<16;i++) begin
        xor_gate u_xor_gate ( .A(in[128+7+8*i:128+8*i]), .B(in[127:120]), .Y(out[128+7+8*i:128+8*i]));       
    end
endgenerate
assign out[127:0] = in[127:0];
endmodule
`timescale 1ns/1ps
module xor_encrypt(
        input logic clk,
        input logic valid_in,
        input logic [7:0] key,
        input logic [255:0] code,
        output logic [255:0] code_out,
        output logic valid_out 
);
logic [255:0] code_out_w;
wire [255:0] tmp1;
wire [255:0] tmp2;
wire [255:0] tmp3;
logic [7:0] xor_key;
xor_gate u_xor_gate ( .A(code[7:0]), .B(key), .Y(xor_key));
genvar i;
generate;
    for (i=0;i<8;i++) begin
        if (i==0) begin
            layer12_xor_array u_layer12_xor_array ( .in({code[31:8],xor_key}), .out(tmp1[31:0]));
        end
        else begin
            layer12_xor_array u_layer12_xor_array ( .in(code[31+32*i:32*i]), .out(tmp1[31+32*i:32*i]));
        end
    end
endgenerate
generate;
    for (i=0;i<4;i++) begin
        layer3_xor_array u_layer3_xor_array ( .in(tmp1[63+64*i:64*i]), .out(tmp2[63+64*i:64*i]));
    end
endgenerate
generate;
    for (i=0;i<2;i++) begin
        layer4_xor_array u_layer4_xor_array ( .in(tmp2[127+128*i:128*i]), .out(tmp3[127+128*i:128*i]));
    end
endgenerate
layer5_xor_array u_layer5_xor_array ( .in(tmp3), .out(code_out_w));
always_ff @(posedge clk) begin
    valid_out <= valid_in;
end
always_ff @(posedge clk) begin
    if (valid_in) code_out <= code_out_w;
end
endmodule
module xor_gate(
    input logic [7:0] A,
    input logic [7:0] B,
    output logic [7:0] Y
);
    assign Y = A^B;
endmodule
### design/flow/run.sh
#!/bin/bash
# OpenROAD 26Q1-2900-gdf79404cd8, Yosys 0.63+post, stock flow scripts
make -C /OpenROAD-flow-scripts/flow DESIGN_CONFIG=/design/flow/config.mk WORK_HOME=/design/flow/orfs finish
### design/flow/config.mk
export PLATFORM = sky130hd
export DESIGN_NAME = xor_encrypt
export DESIGN_NICKNAME = xor_encrypt
export VERILOG_FILES = /design/flow/design.v
export SDC_FILE = /design/flow/constraint.sdc
export NUM_CORES = 4
export LEC_CHECK = 1
export CORE_AREA = 10 10 279 279
export DIE_AREA = 0 0 289 289
### design/flow/constraint.sdc
current_design xor_encrypt

set clk_period 6.9
set clk_io_pct 0.2

create_clock -name clk0 -period $clk_period [get_ports {clk}]

set non_clock_inputs [all_inputs -no_clocks]
set_input_delay [expr $clk_period * $clk_io_pct] -clock clk0 $non_clock_inputs
set_output_delay [expr $clk_period * $clk_io_pct] -clock clk0 [all_outputs]
==> reports/qor.yml <==
yosys_warnings: 1
synthCells: 741
internal_power_mw: 6.00
worstSetupEndpointType: "flop"
hp-class: "in -> reg"
clkTransAtPathRegs_ps: 50
grt_pass1_wl_um: 55000
gp_congestion: 0.837
max_freq_mhz: 243
crit_type: "in -> reg"
cts_resized: 0
ys.flops: 257
grt_pass1_vias: 8272
power.switching_mw: 2.26
fp_util_pct: 17.8
cp_data_required_time_ps: 7160
dr.pass1.iters: 4
worst_ep_arrival_time_ps: 4380
die_width_um: 289
clockPowerShare_pct: 20.1
cpPeakStageDelay_ps: 720
cts_tree: "built"
worst_path_max_delay_cell: "xnor3_1"
tightest_slew_ps: 1020
rsz0062_at_grt: "no"
drt_wl_total_um: 39700
nFillCells: 7176
grt_max_degree: 97
ys_area_um2: 12800
layout_top_cell: "clkdlybuf4s50_1"
p_seq_share_pct: 35.8
cts_buffer_depth: 3
hold_violations: 0
post_cts_buffers: 0
swShare_pct: 27.4
drv_cap: 0
cp_max_fo: 9
rows: 98
io_buffers: 522
num_vias: 7689
fin_crit_ps: 4120
chip_area_um2: 83500
io_pins: 523
power_density_nw_per_um2: 408
fin_area_um2: 20200
top_area_cell: "edfxtp_1"
comb_power_share_pct: 44.1
dr.first_iter.drc_count: 215
hpwl_um: 32200
numCtsBuffers: 34
mostFrequentLayoutCells: "521 x clkdlybuf4s50_1, 256 x edfxtp_1, 241 x xnor2_1, 149 x xor2_1, 42 x xnor3_1"
core_area_um2: 71600
cts_hold_buffers: 0
setup_viol: 0
path_cells: "clkdlybuf4s50_1 -> xnor3_2 -> xnor3_2 -> xnor3_2 -> xnor3_1 -> xnor3_1"
htreeDepth: 2
ant_nets: 0
power_leakage_nw: 7.36
viasPerCell: 3.38
synth_cell_types: 14
drv_slew: 0
ys_cells: 741
cpMostUsedCell: "xnor3_2"
cts_root_buf: "clkbuf_16"
synth_seq_share_pct: 60.4
maxSlewHeadroom_pct: 31.2
grt_remaining_overflow: 0
setup_tns_ps: 0
wl_per_cell_um: 17.5
warning_count: 25
placed_cell_area_um2: 19200
ir_drop_mv: 0.252
drc: 0
fin_util_pct: 28.2
synth_top_area_share_pct: 60.3
clock-sinks: 257
start_kind: "input port"
period_used_pct: 59.7
syn2layout_area_growth_pct: 58.6
status: "completed"
drive_gt1_share_pct: 5.07
insertedDiodeCount: 0
syn_area_per_cell_um2: 17.2
topCellsByArea: "edfxtp_1 60%, xnor2_1 17%, xor2_1 10%"
die_h_um: 289
antenna_found_initial: 6
grt.total_usage_pct: 9.16
syn_area_um2: 12800
[cell usage after synthesis]
library cell	n
buf_2	3
buf_4	1
buf_6	1
dfxtp_1	1
edfxtp_1	256
inv_1	22
xnor2_1	241
xnor2_2	4
xnor3_1	42
xnor3_2	6
xnor3_4	2
xor2_1	149
xor3_1	12
xor3_2	1
[cell type report]
| type | instances | area [µm²] | share of cell area (%) |
|---|---|---|---|
| clock buffer | 47 | 931 | 4.60 |
| timing repair buffer | 528 | 5290 | 26.1 |
| clock inverter | 11 | 97.6 | 0.482 |
| multi-input combinational | 457 | 4930 | 24.4 |
| sequential | 257 | 7710 | 38.1 |
| tap | 950 | 1190 | 5.88 |
| inverter | 22 | 82.6 | 0.408 |
[power groups by stage]
stage	clock network [mW]	logic, mW	registers [mW]
final	1.66	3.64	2.96
after global routing	1.79	3.97	3.03
after CTS	1.74	3.75	2.97
[worst max-delay path: cells and delay by family]
kind,cells,cell delay [ps]
buf+inv,1,490
xor+xnor,5,2500
[state kept, by name, indices dropped and copies added, names as in the netlist]
name       cells
code_out     256
valid_out      1
[metrics by stage]
step | power (mW) | hold slack, ps | cells | setup WS, ps
after floorplan | 4.69 | 1410 | 741 | 3040
after global placement | 6.71 | 1850 | 2214 | 2080
after detailed placement | 6.73 | 1850 | 2214 | 2040
after CTS | 8.46 | 1260 | 2272 | 2630
after global routing | 8.79 | 1290 | 2272 | 2540
final | 8.26 | 1310 | 2272 | 2780
[cells by family (layout without fill, tap and decap cells)]
logic type	Yosys count	in the layout	synth area share [%]
XOR/XNOR	457	457	38.7
flip-flops	257	257	60.4
buffers and inverters	27	608	0.912
[worst paths after layout]
| check | endpoint | from | cells past startpoint | slack (ps) |
|---|---|---|---|---|
| max | code_out[252]$_DFFE_PP_ | key[4] | 6 | 2780 |
| min | code_out[135]$_DFFE_PP_ | valid_in | 1 | 1310 |
[routing by layer]
| metal | vias to the layer above | GRT usage (%) | share of wire [%] |
|---|---|---|---|
| met5 | - | 0 | 0.13 |
| met4 | 8 | 1.88 | 2.4 |
| met3 | 60 | 4.79 | 13 |
| met2 | 329 | 15.3 | 49 |
| met1 | 3612 | 10.5 | 36 |
| li1 | 3680 | - | - |
Power and IR drop assume default switching activity.
